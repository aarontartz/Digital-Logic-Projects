===== flow/design.v =====
`timescale 1ns / 1ps
module disp7seg(
    input wire clk,
    output wire ck_io1,
    output wire ck_io2,
    output wire ck_io4,
    output wire ck_io5,
    output wire ck_io6,
    output wire ck_io7,
    output wire ck_io9,
    output wire ck_io10
    );
    localparam [3:0] STATE_F        = 4'b1111,
                     STATE_E        = 4'b1110,         
                     STATE_D        = 4'b1101,
                     STATE_C        = 4'b1100,
                     STATE_B        = 4'b1011,
                     STATE_A        = 4'b1010,
                     STATE_9        = 4'b1001,
                     STATE_8        = 4'b1000,
                     STATE_7        = 4'b0111,
                     STATE_6        = 4'b0110,
                     STATE_5        = 4'b0101,
                     STATE_4        = 4'b0100,
                     STATE_3        = 4'b0011,
                     STATE_2        = 4'b0010,
                     STATE_1        = 4'b0001,
                     STATE_0        = 4'b0000;
    reg [3:0] state = STATE_F;
    reg [31:0] count = 0;
    reg [7:0] disp_num;
    assign {ck_io1, ck_io2, ck_io4, ck_io5, ck_io6, ck_io7, ck_io9, ck_io10} = disp_num;
    always @(posedge clk) begin
        count <= count + 1;
        case (state)
            STATE_F: begin
                disp_num <= 8'b10000111;
                if (count == 100_000_000)
                    state <= STATE_E;
            end
            STATE_E: begin
                disp_num <= 8'b11000111;
                if (count == 200_000_000)
                    state <= STATE_D;
            end
            STATE_D: begin
                disp_num <= 8'b11101001;
                if (count == 300_000_000)
                    state <= STATE_C;
            end
            STATE_C: begin
                disp_num <= 8'b11000110;
                if (count == 400_000_000)
                    state <= STATE_B;
            end
            STATE_B: begin
                disp_num <= 8'b11100011;
                if (count == 500_000_000)
                    state <= STATE_A;
            end
            STATE_A: begin
                disp_num <= 8'b10101111;
                if (count == 600_000_000)
                    state <= STATE_9;
            end
            STATE_9: begin
                disp_num <= 8'b01101111;
                if (count == 700_000_000)
                    state <= STATE_8;
            end
            STATE_8: begin
                disp_num <= 8'b11101111;
                if (count == 800_000_000)
                    state <= STATE_7;
            end
            STATE_7: begin
                disp_num <= 8'b00101100;
                if (count == 900_000_000)
                    state <= STATE_6;
            end
            STATE_6: begin
                disp_num <= 8'b11100111;
                if (count == 1_000_000_000)
                    state <= STATE_5;
            end
            STATE_5: begin
                disp_num <= 8'b01100111;
                if (count == 1_100_000_000)
                    state <= STATE_4;
            end
            STATE_4: begin
                disp_num <= 8'b00101011;
                if (count == 1_200_000_000)
                    state <= STATE_3;
            end
            STATE_3: begin
                disp_num <= 8'b01101101;
                if (count == 1_300_000_000)
                    state <= STATE_2;
            end
            STATE_2: begin
                disp_num <= 8'b11001101;
                if (count == 1_400_000_000)
                    state <= STATE_1;
            end
            STATE_1: begin
                disp_num <= 8'b00101000;
                if (count == 1_500_000_000)
                    state <= STATE_0;
            end
            STATE_0: begin
                disp_num <= 8'b11101110;
                if (count == 1_600_000_000) begin
                    state <= STATE_F;
                    count <= 1'b0;
                end
            end
        endcase
    end
endmodule

===== flow/run.sh =====
#!/bin/bash
# OpenROAD 26Q1-2900-gdf79404cd8, Yosys 0.63+post, stock flow scripts
make -C /OpenROAD-flow-scripts/flow DESIGN_CONFIG=/design/flow/config.mk WORK_HOME=/design/flow/orfs finish

===== flow/config.mk =====
export PLATFORM = sky130hd
export DESIGN_NAME = disp7seg
export DESIGN_NICKNAME = disp7seg
export VERILOG_FILES = /design/flow/design.v
export SDC_FILE = /design/flow/constraint.sdc
export NUM_CORES = 4
export LEC_CHECK = 1
export CORE_UTILIZATION = 30

===== flow/constraint.sdc =====
current_design disp7seg

set clk_period 5.4
set clk_io_pct 0.2

create_clock -name clk0 -period $clk_period [get_ports {clk}]

set non_clock_inputs [all_inputs -no_clocks]
set_input_delay [expr $clk_period * $clk_io_pct] -clock clk0 $non_clock_inputs
set_output_delay [expr $clk_period * $clk_io_pct] -clock clk0 [all_outputs]

==> datasheet_impl.txt <==
Summary of implementation characteristics

Parameter                              Value

Status
  Outcome .................. completed

Drt
  Detailed-route wire length .................. 5890 um
  Detailed-route vias per instance .................. around 5.4
  Number of nets with antenna violations after detailed routing .................. 0
  Total number of vias .................. around 2200
  Remaining routing DRC violations .................. 0
  ANT cells .................. 0
  Number of optimization iterations in the first detailed-route pass .................. 4
  Routed length per instance .................. 14.7 um
  Iter 0 DRT Violations .................. roughly 300

Worst setup path
  Kind of start point of the critical path .................. flip-flop
  Register-to-Register Path Depth .................. 6
  End of the worst register-to-register path .................. state[0]
  Crit-path max FO .................. 13
  Setup Crit Path Kind .................. flip-flop to flip-flop
  Critical path data arrival time .................. 2690 ps
  Slack of the worst reg-to-reg path .................. around 2700 ps
  Kind of end point of the critical path .................. flip-flop
  Critical path data required time .................. between 5000 and 6000 ps
  Reg-to-reg startpoint .................. count[21]

Clock tree
  Number of gates resized after CTS .................. 0
  Maximum buffer depth of the clock tree .................. 2
  Number of CTS-inserted buffers .................. 5
  Post-CTS setup-driven buffer insertion count .................. 0
  H-tree depth .................. 2
  Insertion Delay late pin .................. around 300 ps
  Clock edge transition at the registers on the reported setup and hold paths .................. approximately 80 ps
  Clock tree sinks .................. between 40 and 50
  TritonCTS clock tree .................. yes
  Hold-fix buffers, CTS .................. 0
  Root Buffer .................. clkbuf_8

Logic synthesis
  Commonest flop .................. dfxtp_1
  Count of instantiated cells in the yosys netlist .................. between 300 and 400
  Post-Syn Area .................. 2560 um2
  Most frequent cell after synthesis .................. dfxtp_1
  Ys async rst share .................. 0
  Largest cells by area after synthesis .................. dfxtp_1 (31%), xnor2_1 (6.8%), nor2_1 (5.3%)
  Number of flops mapped to enable cells by yosys .................. 4
  Syn avg cell area .................. ~8.5 um2
  Number of instances in the synthesized netlist .................. 302
  Number of warnings printed during yosys synthesis .................. 1
  Area share of the largest cell type after synthesis .................. 0.305
  Synthesized registers .................. between 40 and 50
  Share of synthesized area occupied by flip-flops and latches .................. 0.352
  Largest area contributor in the synthesized netlist .................. dfxtp_1
  Yosys synthesis chip area .................. roughly 2600 um2
  Unique cell types .................. roughly 56
  Most frequent cells after synthesis .................. dfxtp_1 (39), nor2_1 (36), nand2_1 (32)

Power
  Worst voltage drop across the vdd grid .................. 100 uV
  Cell area power density .................. 200 nW/um2
  Leakage power total .................. roughly 0.00084 uW

STA
  Final-report setup violation count .................. 0
  Final clock skew .................. roughly 9.0 ps
  Final slew viol count .................. 0
  Post-layout min period .................. about 2700 ps
  Min setup slack post-route .................. around 2700 ps
  Setup TNS .................. 0 ps
  Unrepaired setup endpoints after global routing .................. false
  Max Fclk .................. roughly 370 MHz
  Final period utilization .................. 0.498
  Transition time at the pin with the least slew margin .................. approximately 810 ps
  Relative slew slack .................. 0.455
  Final Hold Vio Count .................. 0

Hold path
  Hold path depth .................. 1
  Min-Delay Path Class .................. flip-flop to flip-flop
  Hold_sp .................. count[0]
  Hold EP .................. count[0]

Final layout
  Total area of multi-input combinational cells .................. roughly 1500 um2
  Utilization after layout .................. 0.329
  Fillcell total .................. about 860
  Share of final-layout standard cells stronger than drive strength 1 .................. 0.0574
  Area growth from synthesis to layout .................. 5.62%
  Reg area .................. ~900 um2

Die
  Placeable core region .................. slightly above 8000 um2
  Number of rows in the core area .................. 33
  Horizontal die dimension .................. between 90 and 100 um
  Chip area .................. between 8000 and 9000 um2
  Count of boundary I/O pins .................. 9
  Floorplan core density .................. 0.311
  Y dimension of the die .................. about 94 um

Placement
  Number of port buffers .................. 7
  Half-perimeter wire length after placement .................. just over 4000 um
  Routability congestion estimate .................. ~1
  Post-Place Worst Slack .................. approximately 2800 ps

Global route
  Pin count of the biggest net entering global routing .................. 18
  Number of antenna violations at the first check in global routing .................. 0
  Wire length of the first global-routing pass .................. 9900 um
  Via count of the first global-routing pass .................. slightly below 2000
  Remaining Overflow, GRT .................. 0
  Global routing usage summed across all routing layers .................. 0.143

Job
  Max-cap violations .................. 0
  Tally of OpenROAD warnings .................. 26
-- critical path: stages (launching register included) --
cell,delay (ps)
dfxtp_1,600
or4b_4,540
or4_1,510
nor2_1,120
o21ai_1,100
a211oi_2,220
and4_1,300
-- per-stage QoR --
| step | instance area [um2] | total power, uW | hold WS [ps] | cells |
|---|---|---|---|---|
| 5_1_grt | 2700 | 562 | 528 | 401 |
| 6_report | 2700 | 540 | 496 | 401 |
| 3_3_place_gp | 2610 | 328 | 480 | 394 |
| 3_5_place_dp | 2610 | 328 | 483 | 394 |
| 4_1_cts | 2700 | 548 | 505 | 401 |
| 2_1_floorplan | 2560 | 329 | 448 | 302 |
-- kinds of logic (layout without fill, tap and decap cells) --
| logic type | count (synthesis) | count (layout) | synth area share |
|---|---|---|---|
| other | 1 | 1 | 0.00147 |
| adder cells (fa/ha/maj) | 2 | 2 | 0.00978 |
| flip-flops | 43 | 43 | 0.352 |
| AND/OR/NAND/NOR | 169 | 169 | 0.380 |
| buffers and inverters | 25 | 19 | 0.0670 |
| AND-OR/OR-AND | 27 | 27 | 0.0685 |
| multiplexers | 2 | 2 | 0.00782 |
| XOR/XNOR | 33 | 33 | 0.113 |
-- where the power goes --
| part | switching [uW] | total, uW | leakage, uW | internal (uW) |
|---|---|---|---|---|
| logic | 0.00841 | 0.00884 | 0.000429 | 0 |
| clock network | 116 | 219 | 0.0000477 | 103 |
| registers | 0 | 321 | 0.000360 | 321 |
-- area by class of cell --
type,instances,area share
well taps,105,0.0486
inverters,4,0.00556
repair buffers,8,0.0287
multi-input cells,234,0.550
flip-flops and latches,43,0.333
clock inverters,1,0.00324
clock buffers,6,0.0306
-- cells in the final DEF, fill, tap and decap left out, types with 4 or more instances in the layout --
cell type         n
nand2_1          32
clkbuf_8          6
nor2b_1           5
nand2b_1          6
nand4b_1          5
dfxtp_1          39
o21ai_0           4
nand3_1          17
nor3_1            8
a21oi_1           8
and3_1            5
nor4_1           11
clkdlybuf4s50_1   7
nand4_1          13
xor2_1           13
and4_1            4
edfxtp_1          4
nor2_1           36
xnor2_1          20
-- layer usage --
| layer | global-route usage | part of all wire |
|---|---|---|
| met2 | 0.214 | 0.43 |
| met3 | 0.0180 | 0.045 |
| met4 | 0.0333 | 0.032 |
| met5 | 0 | 0 |
| met1 | 0.223 | 0.50 |
-- worst max path at each step --
stage                      end  cells past startpoint      start
final                 state[0]                      6  count[21]
after global routing  state[1]                      8   count[0]
after CTS             state[2]                      6  count[21]
-- sequential cells by signal, indices dropped and copies added (netlist names) --
register	flops
count	32
state	4
disp_num	7
Power is estimated from default activity; no workload was simulated.
