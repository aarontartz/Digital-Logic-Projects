==> /design/flow/design.v <==
`timescale 1ns / 1ps
module uart_rx(
    input wire rx_pulse,
    input wire rx_en,
    input wire rx_in,
    output reg [7:0] data_out
    );
    localparam [1:0] START = 2'b00,
                     DATA  = 2'b01,         
                     STOP  = 2'b10,
                     IDLE  = 2'b11;
    reg [1:0] state = IDLE;     
    reg rx_in_reg;
    reg [7:0] data = 0;
    reg [3:0] index = 0;
    always @(posedge rx_pulse) begin
        rx_in_reg <= rx_in;
        case (state)
            START: begin
                state <= DATA;
            end
            DATA: begin
                if (index == 7 && rx_in == 1)
                    state <= STOP;
                else
                    index <= index + 1;
            end
            STOP: begin
                index <= 0;
                if (rx_en == 1)
                    state <= START;
                else
                    state <= IDLE;
            end
            IDLE: begin
                if (rx_en == 1 && rx_in == 0)
                    state <= START;
            end
        endcase
    end
    always @(*) begin
        case (state)
            DATA: begin
                data[index] = rx_in_reg;
            end
            STOP: begin
                data_out = data;
            end
        endcase
    end
endmodule
==> /design/flow/run.sh <==
#!/bin/bash
# OpenROAD 26Q1-2900-gdf79404cd8, Yosys 0.63+post, stock flow scripts
make -C /OpenROAD-flow-scripts/flow DESIGN_CONFIG=/design/flow/config.mk WORK_HOME=/design/flow/orfs finish
==> /design/flow/config.mk <==
export PLATFORM = sky130hd
export DESIGN_NAME = uart_rx
export DESIGN_NICKNAME = uart_rx
export VERILOG_FILES = /design/flow/design.v
export SDC_FILE = /design/flow/constraint.sdc
export NUM_CORES = 4
export LEC_CHECK = 1
export CORE_AREA = 10 10 71 71
export DIE_AREA = 0 0 81 81
==> /design/flow/constraint.sdc <==
current_design uart_rx

set clk_period 2.2
set clk_io_pct 0.2

create_clock -name clk0 -period $clk_period [get_ports {rx_pulse}]

set non_clock_inputs [all_inputs -no_clocks]
set_input_delay [expr $clk_period * $clk_io_pct] -clock clk0 $non_clock_inputs
set_output_delay [expr $clk_period * $clk_io_pct] -clock clk0 [all_outputs]
==> flow_metrics.py <==
# Flow results
metrics = {
    "run_status": {
        "outcome": "finished, final reports clean",
    },
    "yosys": {
        "xor_share_pct": 2.38,
        "ys_sh_aoi_pct": 3.57,
        "post_synth_mux_area_share_pct": 2.04,
        "async_flop_share_pct": 0,
        "yosys_most_used_dff": "sky130_fd_sc_hd__dlxtp_1",
        "post_synth_main_area_contributors": "sky130_fd_sc_hd__edfxtp_1 24%, sky130_fd_sc_hd__dlxtn_1 16%, sky130_fd_sc_hd__dlxtp_1 16%",
        "synth_adder_area_share_pct": 13.6,
        "synthesis.area_per_instance_um2": 11.5,
        "yosys_cell_types": 20,
        "synthSimpleGateAreaFrac_pct": 13.9,
        "ys_top_logic_family": "simple AND/OR/NAND/NOR gates",
        "syn_inst": 64,
        "yosys_warnings": 1,
        "mappedNetlistArea_um2": 736,
        "postSynthRegisterBits": 23,
        "yosys-stat-cells": 64,
        "enable_flop_cells": 6,
        "largest_area_cell": "sky130_fd_sc_hd__edfxtp_1",
        "netlist.area_leader.share_pct": 24.5,
        "synth.yosys.chip_area_um2": 736,
    },
    "layout": {
        "area_growth_syn_to_layout_pct": 26.4,
        "drive_above_1_share_pct": 7.79,
        "filler_cell_count": 392,
        "post_layout_util_pct": 25.6,
        "fin_area_um2": 930,
    },
    "floorplanning": {
        "die_height_um": 81,
        "core_region_area_mm2": 0.00363,
        "floorplanUtilization_pct": 20.2,
        "std_cell_rows": 22,
        "fp.dieArea_mm2": 0.00656,
        "die-width_um": 81,
        "pin_count": 11,
    },
    "setup_path": {
        "nature_of_the_critical_path_endpoint": "flop",
        "crit_type": "reg -> reg",
        "cp_startpoint_kind": "flop",
        "worst_ep_arrival_time_ps": 1460,
        "crit_required_ps": 2140,
        "worst_setup_path_startpoint": "state[0]",
        "worstPathMaxFanout": 15,
        "rr_startpoint": "state[0]",
    },
    "clock_network": {
        "cts_max_path_buffers": 2,
        "clkLatencyLatePin_ps": 220,
        "ctsResizeCount": 0,
        "postCtsHoldBufs": 0,
        "cts_tree": "yes",
        "cts_inserted_buffers": 3,
        "postCtsSetupBuffers": 0,
        "cts_max_level": 1,
        "clk_slew_on_worst_s_h_paths_ps": 40,
        "cts-root-buf": "sky130_fd_sc_hd__clkbuf_8",
    },
    "timing": {
        "post-route-period-util_pct": 69.5,
        "setup_viol_count_final": 0,
        "fin_worst_skew_ps": 0.954,
        "slew_headroom_pct": 71.2,
        "maxSlewViolCount": 0,
        "final_hold_viol_count": 0,
        "grt_setup_unrepaired": "no",
        "totalNegativeSetupSlack_ps": 0,
        "count_of_unclocked_register_or_latch_pins": 16,
        "finalCriticalPeriod_ps": 1530,
        "unconstrained_endpoints": 24,
        "fmax_mhz": 654,
        "fin_worst_hold_slack_ps": 669,
        "worst_pin_slew_ps": 431,
    },
    "global_routing": {
        "grtUsageTotal_pct": 2.97,
        "grt_most_used_layer": "met2",
        "antenna_found_initial": 0,
        "maximum_number_of_pins_on_one_net_before_global_route_repair": 16,
        "grt_pass1_wl_um": 1640,
        "grt.met2_usage_pct": 4.78,
        "met3_usage_pct": 1.45,
        "gr-usage-met1_pct": 3.53,
        "first_global_vias": 392,
        "global_route_overflow": 0,
    },
    "power_and_ir_drop": {
        "seq_power_share_pct": 43.7,
        "p_sw_share_pct": 35.2,
        "power.density_cell_area_mw_per_mm2": 1030,
        "internal_power_mw": 0.620,
        "net_switching_power_of_the_design_mw": 0.337,
        "part_of_the_total_power_dissipated_in_combinational_logic_pct": 37.8,
        "clock_power_share_pct": 18.4,
        "peakVddDrop_v": 0.000277,
        "power_leakage_nw": 0.397,
    },
    "routing": {
        "dr.pass1.iters": 2,
        "drc_errors": 0,
        "drt-wirelength-per-cell_um": 8.36,
        "antenna-diode-count": 0,
        "routed_wl_um": 1050,
        "detail-route-antenna-nets": 0,
        "viasPerCell": 3.66,
        "via_count": 457,
        "starting_drc_count_in_detailed_routing": 6,
    },
    "place": {
        "place.gp.congestion": 0.733,
        "placedInstanceArea_um2": 885,
        "io_buffers": 10,
        "post-dp-hpwl_um": 866,
    },
    "worst_hold_path": {
        "min-delay-start": "index[0]",
        "min_path_type": "reg -> reg",
    },
    "flow_run": {
        "drv.max_cap_violation_count": 0,
        "log.warning_count": 32,
    },
}
==> synth_stat cells, drive strengths merged (2+ instances only) <==
master / instances
nor2b: 3
dlxtn: 8
o21ai: 2
nor2: 5
inv: 6
nand2: 2
nand3b: 2
dlxtp: 8
edfxtp: 6
nand3: 7
ha: 8
==> power by group through the flow <==
stage     Clock, mW  Sequential [mW]  Combinational (mW)
4_1_cts       0.183            0.418               0.369
5_1_grt       0.191            0.428               0.420
6_report      0.176            0.418               0.362
==> layout make-up <==
class	count	area [µm²]	area share [%]
timing repair buffer	10	100	10.8
inverter	6	22.5	2.42
clock buffer	4	45.0	4.85
sequential	23	440	47.4
tap	48	60.1	6.46
multi-input combinational	34	262	28.1
==> through the flow <==
| step | total power [mW] | worst slack (ps) | std cells |
|---|---|---|---|
| after floorplan | 0.699 | 840 | 64 |
| after global placement | 0.774 | 595 | 121 |
| after detailed placement | 0.786 | 550 | 121 |
| after CTS | 0.970 | 646 | 125 |
| after global routing | 1.04 | 563 | 125 |
| final | 0.957 | 671 | 125 |
==> final timing paths <==
check | to | slack [ps] | cells after the start
setup / recovery | index[1] | 670 | 3
hold / removal | index[0] | 670 | 1
setup reg to reg | index[1] | 670 | 3
hold reg to reg | index[0] | 670 | 1
==> metal layers <==
layer  routed length [µm]  vias up  share of wire (%)
li1                     -      236                  -
met1                  436      208                 42
met2                  473       11                 45
met3                  129        2                 12
met4                    6        0               0.57
met5                    0        -                  0
==> critical path, cell delays in order, from the launching register on <==
cell                       delay, ps
sky130_fd_sc_hd__edfxtp_1        420
sky130_fd_sc_hd__inv_1           120
sky130_fd_sc_hd__ha_1            430
sky130_fd_sc_hd__mux2_4          270
==> logic make-up after synthesis <==
| group | Yosys count |
|---|---|
| fa+ha+maj | 8 |
| simple gates | 19 |
| mux | 1 |
| xor+xnor | 2 |
| flops | 7 |
| buf+inv | 7 |
| compound gates | 4 |
| latches | 16 |
==> placed cells by master, fill, tap and decap left out, drive strengths merged, types with 2 or more instances in the layout <==
master / n
clkdlybuf4s50: 10
ha: 8
dlxtn: 8
dlxtp: 8
nand3: 7
inv: 6
edfxtp: 6
nor2: 5
clkbuf: 4
nor2b: 3
o21ai: 2
nand3b: 2
nand2: 2
Power is estimated from default activity; no workload was simulated.
