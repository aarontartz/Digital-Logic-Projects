$ cat /design/flow/config.mk
export PLATFORM = sky130hd
export DESIGN_NAME = baud_gen
export DESIGN_NICKNAME = baud_gen
export VERILOG_FILES = /design/flow/design.v
export SDC_FILE = /design/flow/constraint.sdc
export NUM_CORES = 4
export LEC_CHECK = 1
export CORE_AREA = 10 10 108 108
export DIE_AREA = 0 0 118 118
$ cat /design/flow/constraint.sdc
current_design baud_gen

set clk_period 4.2
set clk_io_pct 0.2

create_clock -name clk0 -period $clk_period [get_ports {clk}]

set non_clock_inputs [all_inputs -no_clocks]
set_input_delay [expr $clk_period * $clk_io_pct] -clock clk0 $non_clock_inputs
set_output_delay [expr $clk_period * $clk_io_pct] -clock clk0 [all_outputs]
$ cat /design/flow/design.v
`timescale 1ns / 1ps
module baud_gen(
    input wire clk,
    output wire baud_clk,
    output wire rx_pulse
    );
    localparam [7:0] BAUD_SCALE = 8'd100;
    reg [31:0] count = 0;
    reg baud_reg = 0;
    reg rx_pulse_reg = 1;
    assign baud_clk = baud_reg;
    assign rx_pulse = rx_pulse_reg;
    always @(posedge clk) begin
        if ((count == 2 && baud_reg == 0) || (count == 98  && baud_reg == 1 ))
            rx_pulse_reg <= ~rx_pulse_reg;
        if (count == BAUD_SCALE) begin
            baud_reg <= ~baud_reg;
            count <= 0;
        end
        else
            count <= count + 1;
    end
endmodule
$ cat /design/flow/run.sh
#!/bin/bash
# OpenROAD 26Q1-2900-gdf79404cd8, Yosys 0.63+post, stock flow scripts
make -C /OpenROAD-flow-scripts/flow DESIGN_CONFIG=/design/flow/config.mk WORK_HOME=/design/flow/orfs finish
==> results.json <==
{
  "yosysWarnings": 1,
  "drv_slew": 0,
  "maxCapViolCount": 0,
  "area_delta_synth_final_pct": 18.05,
  "antenna_found_initial": 0,
  "power.ir.vdd_worst_mv": 0.1781,
  "mostFrequentLayoutCell": "sky130_fd_sc_hd__dfxtp_1",
  "slowest_delay_ns": 0.67,
  "total_setup_buffers_inserted_after_cts": 0,
  "chip_area_um2": 13920,
  "cp_data_required_time_ns": 4.12,
  "critPathBufInv": 0,
  "globalRouteOverflowTotal": 0,
  "worstPathCellList": "nor4_1 -> nand4_1 -> nor4_2",
  "grt_pass1_vias": 951,
  "place.detailed.instances": 278,
  "clock_tree.buffer_depth": 2,
  "clock-root-buffer": "sky130_fd_sc_hd__clkbuf_8",
  "route.detailed.drc": 0,
  "report.final.hold_viol_count": 0,
  "critPathCaptureType": "flop",
  "grt_usage_pct": 3.614,
  "hold_class": "flop to flop",
  "dr_total_vias": 1087,
  "setup_violations": 0,
  "ctsHoldBuffers": 0,
  "log.warning_count": 27,
  "hpwlAfterDp_um": 1810,
  "die_x_um": 118,
  "drt_pass1_iterations": 4,
  "post_drt_via_cell_ratio": 3.801,
  "final.fill_count": 1032,
  "synth-edff-count": 2,
  "io_pins": 3,
  "setup.worst_path.class": "flop to flop",
  "finalCritPeriodShare_pct": 47.28,
  "floorplan.rows": 35,
  "lay_top_cells": "sky130_fd_sc_hd__dfxtp_1 (32), sky130_fd_sc_hd__xnor2_1 (20), sky130_fd_sc_hd__nand3_1 (12)",
  "design.core.area_um2": 9284,
  "crit_slowest_cell": "sky130_fd_sc_hd__nor4_2",
  "yosysCellCount": 151,
  "place_congestion": 0.8285,
  "max_freq_mhz": 503.5,
  "timing.critical_path.arrival_ns": 1.90,
  "power.static_leakage_nw": 0.6400,
  "final.setup_skew_ns": 0.003526,
  "syn_area_per_cell_um2": 10.05,
  "detail-route-antenna-nets": 0,
  "netlist_instances": 151,
  "drive_gt1_share_pct": 10.19,
  "wirelength_um": 2593,
  "grt_pass1_wl_um": 4333,
  "cell_type_group_with_the_largest_total_delay_on_the_critical_path": "simple AND/OR/NAND/NOR gates",
  "route.antenna.diode_count": 0,
  "netlist_area_um2": 1518,
  "layout.cells.non_filler": 286,
  "path_max_fanout": 7,
  "worst_pin_slew_ns": 0.7265,
  "numClockSinks": 34,
  "drt-initial-drc-count": 85,
  "clock.latency.late_pin_ns": 0.28,
  "chip_area_yosys_um2": 1518,
  "clkTransAtPathRegs_ns": 0.07,
  "drt-wirelength-per-cell_um": 9.066,
  "cts_tree": "done",
  "status": "finished clean",
  "tns_ns": 0,
  "synth_flops": 34,
  "die_h_um": 118,
  "inserted_clock_buffers": 5,
  "initial_core_util_pct": 16.35,
  "power.density_nw_per_um2": 343.8,
  "yosys_most_used_dff": "sky130_fd_sc_hd__dfxtp_1",
  "unique_masters_post_synth": 26,
  "post_cts_sizing_count": 0,
  "finalCoreUtilization_pct": 19.30,
  "buffer_ports.inserted": 2,
  "grt_start_max_net_pins": 12,
  "ys_seq_share_pct": 46.17,
  "reg2reg_setup_slack_ns": 2.21,
  "relSlewSlack_pct": 51.16,
  "setup_repair_after_global_routing_missed_its_margin": "no",
  "synth-async-reset-ratio_pct": 0,
  "startpoint_type_of_the_worst_setup_path": "flop",
  "max_reg_flops": 32,
  "period_needed_ns": 1.986,
  "htree_levels": 2
}
[kinds of logic (layout without fill, tap and decap cells)]
family | Yosys count | count (layout) | synth area share [%]
DFF | 34 | 34 | 46.17
xor gates and xnor gates | 30 | 30 | 17.31
AOI/OAI and AO/OA | 1 | 1 | 0.3294
and+or+nand+nor | 73 | 73 | 31.16
adders and majority gates | 3 | 3 | 2.473
buffers and inverters | 10 | 16 | 2.555
[cells in the mapped netlist, drive strengths merged (2+ instances only)]
master | instances | area (um2)
dfxtp | 32 | 640.6
xnor2 | 20 | 175.2
nor4 | 13 | 115.1
nand3 | 12 | 60.06
nand4 | 12 | 102.6
xor2 | 10 | 87.58
nand2 | 8 | 30.03
nor2 | 8 | 30.03
and3 | 7 | 43.79
inv | 6 | 22.52
nor3 | 4 | 20.02
and4 | 3 | 26.28
clkbuf | 3 | 11.26
ha | 3 | 37.54
edfxtp | 2 | 60.06
nor2b | 2 | 12.51
[metal layers]
layer / wire length [um] / GRT usage, % / part of all wire (%)
met1: 1328 / 5.241 / 51
met2: 1099 / 5.070 / 42
met3: 100 / 1.215 / 3.9
met4: 65 / 0.7728 / 2.5
met5: 0 / 0 / 0
[report_power, final]
part	internal, W	leakage, nW	total [W]	switching, W
clock	0.000174	0.0579	0.000291	0.000117
sequential	0.000325	0.281	0.000325	0
combinational	0	0.301	0.000000000301	0
total	0.000499	0.640	0.000616	0.000117
[worst paths after layout]
path                             start              endpoint  cells past startpoint
setup / recovery   count[9]$_SDFF_PN0_    baud_reg$_DFFE_PN_                      3
hold / removal    count[31]$_SDFF_PN0_  count[31]$_SDFF_PN0_                      1
setup reg to reg   count[9]$_SDFF_PN0_    baud_reg$_DFFE_PN_                      3
hold reg to reg   count[31]$_SDFF_PN0_  count[31]$_SDFF_PN0_                      1
[final cells by class]
cell class / instances / area, um2 / area share, %
Inverter: 6 / 22.52 / 1.257
Multi-Input combinational cell: 107 / 778.2 / 43.44
Timing Repair Buffer: 2 / 20.02 / 1.117
Sequential cell: 34 / 700.7 / 39.11
Clock buffer: 5 / 68.82 / 3.841
Tap cell: 129 / 161.4 / 9.008
Clock inverter: 3 / 40.04 / 2.235
[stage by stage]
step | cell area [um2] | power (W) | hold slack, ns | setup WS (ns)
after floorplan | 1518 | 0.0003323 | 0.4321 | 2.537
after global placement | 1683 | 0.0003323 | 0.4477 | 2.215
after detailed placement | 1683 | 0.0003323 | 0.4456 | 2.228
after CTS | 1792 | 0.0006263 | 0.4591 | 2.190
after global routing | 1792 | 0.0006397 | 0.4842 | 2.115
final | 1792 | 0.0006160 | 0.4557 | 2.214
No activity file was given, so power comes from the tool's default toggle rates.
